==> ./design.v <==
module i2c_master (
    input  wire clk,          
    input  wire rst,
    input  wire start,
    input  wire [6:0] addr,
    input  wire [7:0] data_in,
    input  wire rw,               
    output reg  [7:0] data_out,
    output reg ack_error,
    output reg busy,
    inout  wire sda,
    inout  wire scl
);
    reg sda_out, sda_oe;
    reg scl_out, scl_oe;
    assign sda = sda_oe ? sda_out : 1'bz;
    assign scl = scl_oe ? scl_out : 1'bz;
    parameter DIVIDER = 500;
    reg [15:0] cnt;
    reg scl_clk;
    always @(posedge clk or posedge rst) begin
        if (rst) begin
            cnt <= 0;
            scl_clk <= 1;
        end else begin
            if (cnt == DIVIDER-1) begin
                cnt <= 0;
                scl_clk <= ~scl_clk;
            end else
                cnt <= cnt + 1;
        end
    end
    reg [3:0] state;
    reg [3:0] bitcnt;
    reg [7:0] shifter;
    localparam IDLE=0, START=1, SEND_ADDR=2, ADDR_ACK=3,
               SEND_DATA=4, DATA_ACK=5, READ_DATA=6, READ_ACK=7,
               STOP=8;
    always @(posedge scl_clk or posedge rst) begin
        if (rst) begin
            state <= IDLE;
            busy <= 0;
            ack_error <= 0;
            sda_out <= 1;
            sda_oe <= 1;
            scl_out <= 1;
            scl_oe <= 0;
            data_out <= 0;
        end else begin
            case (state)
                IDLE: begin
                    busy <= 0;
                    sda_oe <= 1; sda_out <= 1;
                    if (start) begin
                        busy <= 1;
                        state <= START;
                    end
                end
                START: begin
                    sda_oe <= 1; sda_out <= 0;  
                    shifter <= {addr, rw};
                    bitcnt <= 7;
                    state <= SEND_ADDR;
                end
                SEND_ADDR: begin
                    sda_oe <= 1;
                    sda_out <= shifter[bitcnt];
                    if (bitcnt == 0) state <= ADDR_ACK;
                    else bitcnt <= bitcnt - 1;
                end
                ADDR_ACK: begin
                    sda_oe <= 0;  
                    if (sda == 0) begin
                        ack_error <= 0;
                        if (rw == 0) begin
                            shifter <= data_in;
                            bitcnt <= 7;
                            state <= SEND_DATA;
                        end else begin
                            bitcnt <= 7;
                            state <= READ_DATA;
                        end
                    end else begin
                        ack_error <= 1;
                        state <= STOP;
                    end
                end
                SEND_DATA: begin
                    sda_oe <= 1;
                    sda_out <= shifter[bitcnt];
                    if (bitcnt == 0) state <= DATA_ACK;
                    else bitcnt <= bitcnt - 1;
                end
                DATA_ACK: begin
                    sda_oe <= 0;  
                    if (sda == 0) ack_error <= 0;
                    else ack_error <= 1;
                    state <= STOP;
                end
                READ_DATA: begin
                    sda_oe <= 0;  
                    data_out[bitcnt] <= sda;
                    if (bitcnt == 0) state <= READ_ACK;
                    else bitcnt <= bitcnt - 1;
                end
                READ_ACK: begin
                    sda_oe <= 1; sda_out <= 1;  
                    state <= STOP;
                end
                STOP: begin
                    sda_oe <= 1; sda_out <= 1;  
                    busy <= 0;
                    state <= IDLE;
                end
            endcase
        end
    end
endmodule
==> ./run.sh <==
#!/bin/bash
# OpenROAD 26Q1-2900-gdf79404cd8, Yosys 0.63+post, stock flow scripts
make -C /OpenROAD-flow-scripts/flow DESIGN_CONFIG=/design/flow/config.mk WORK_HOME=/design/flow/orfs finish
==> ./config.mk <==
export PLATFORM = sky130hd
export DESIGN_NAME = i2c_master
export DESIGN_NICKNAME = i2c_master
export VERILOG_FILES = /design/flow/design.v
export SDC_FILE = /design/flow/constraint.sdc
export NUM_CORES = 4
export LEC_CHECK = 1
export CORE_UTILIZATION = 50
==> ./constraint.sdc <==
current_design i2c_master

set clk_period 2.3
set clk_io_pct 0.2

create_clock -name clk0 -period $clk_period [get_ports {clk}]

set non_clock_inputs [all_inputs -no_clocks]
set_input_delay [expr $clk_period * $clk_io_pct] -clock clk0 $non_clock_inputs
set_output_delay [expr $clk_period * $clk_io_pct] -clock clk0 [all_outputs]
==> Slide: Implementation Results <==
Physical Implementation Snapshot

Synth
  – Yosys adder share: 2.665%
  – MUX area fraction: 6.930%
  – Area reported by Yosys stat: 2347 µm²
  – Yosys Instances: 203
  – Ys flops: 49
  – Xor+xnor area frac: 5.597%
  – Mapped Area: 2347 µm²
  – Simple share: 17.64%
  – Syn_area_per_cell: 11.56 µm²
  – Synth Flop Type: dfrtp_1
  – Post-synth cell types: 43
  – Mapped Cells: 203
  – Yosys Warn Count: 3
  – Logic family by area: simple AND/OR/NAND/NOR gates
  – Number of enable flip-flop cells: 12
  – Seq/Total Area, Yosys: 54.96%
  – Compound-cell area share of the yosys netlist: 8.529%
  – Ys async rst share: 75.51%

Status
  – Failed at: clock tree synthesis
  – Outcome: aborted with a tool error
  – First Error: [error] [KeplerFormal.cpp:679] Workflow failed: Iso has multiple drivers: .sda0, sda$_DFFE_PP1P_.Q0

Clocking
  – Root Driver: clkbuf_8
  – Num CTS Buffers: 3
  – Post-CTS Setup Inserts: 0
  – Post-CTS sizing: 0
  – Maximum clock path buffer count: 2
  – H-tree depth: 1
  – Hold_buf cts: 0

Placed design
  – Dpl hpwl: 3067 µm
  – Gpl congestion: 0.8491
  – Port Buf Inserts: 28

Die
  – Die height: 70.52 µm
  – Starting density of the core: 52.82%
  – I/O pins: 31
  – Die x size: 70.52 µm
  – Standard-cell rows: 24

STA
  – Endpoints left unconstrained: 55
  – Register pins left without a clock: 32
-- synthesized netlist by cell type, types with 3 or more instances --
library cell / number / area (µm²)
dfrtp_1: 34 / 850.8
nor2_1: 19 / 71.32
nand2_1: 15 / 56.30
o21ai_0: 13 / 65.06
edfxtp_1: 12 / 360.4
xnor2_1: 10 / 87.58
mux2_2: 9 / 101.4
inv_1: 8 / 30.03
nand3_1: 8 / 40.04
and2_1: 6 / 37.54
nand4_1: 6 / 37.54
ha_1: 5 / 62.56
o31ai_1: 5 / 37.54
xor2_1: 5 / 43.79
a21oi_1: 4 / 20.02
nor4_1: 4 / 25.02
buf_6: 3 / 33.78
clkbuf_1: 3 / 11.26
dfstp_2: 3 / 78.83
or3_1: 3 / 18.77
-- metrics by stage --
step	power [mW]	instance area (µm²)	std cells	setup WS (ns)	hold WS, ns
2_1_floorplan	0.3265	2347	203	0.9344	0.4425
3_5_place_dp	0.3632	2655	278	0.8357	0.5035
3_3_place_gp	0.3615	2655	278	0.8683	0.4901
-- cell families after synthesis --
family	after synthesis
buffers and inverters	15
AND/OR/NAND/NOR	76
XOR/XNOR	15
flip-flops	49
other	1
adder cells (fa/ha/maj)	5
multiplexers	13
AND-OR/OR-AND	29
Power is estimated from default activity; no workload was simulated.
