==> flow/design.v <==
module i2c_slave (
    input  wire rst,
    input  wire [6:0] own_addr,
    inout  wire sda,
    input  wire scl,
    output reg [7:0] data_out
);
    reg [3:0] bitcnt;
    reg [7:0] shifter;
    reg sda_out, sda_oe;
    reg addr_phase;
    reg addr_match;
    reg rw_bit;
    reg [7:0] mem;
    assign sda = sda_oe ? sda_out : 1'bz;
    always @(posedge scl or posedge rst) begin
        if (rst) begin
            bitcnt <= 0;
            addr_phase <= 1;
            addr_match <= 0;
            sda_oe <= 0;
            data_out <= 0;
            mem <= 8'h55;
        end else begin
            if (addr_phase) begin
                shifter[bitcnt] <= sda;
                if (bitcnt == 7) begin
                    if (shifter[7:1] == own_addr) addr_match <= 1;
                    else addr_match <= 0;
                    rw_bit <= shifter[0];
                    addr_phase <= 0;
                    bitcnt <= 0;
                    if (addr_match) begin
                        sda_oe <= 1; sda_out <= 0;  
                    end
                end else bitcnt <= bitcnt + 1;
            end else begin
                if (rw_bit == 0) begin
                    shifter[bitcnt] <= sda;
                    if (bitcnt == 7) begin
                        data_out <= shifter;
                        mem <= shifter;
                        bitcnt <= 0;
                        if (addr_match) begin
                            sda_oe <= 1; sda_out <= 0;  
                        end
                    end else bitcnt <= bitcnt + 1;
                end else begin
                    sda_oe <= 1; sda_out <= mem[bitcnt];
                    if (bitcnt == 0) bitcnt <= 7;
                    else bitcnt <= bitcnt - 1;
                end
            end
        end
    end
    always @(negedge scl) begin
        sda_oe <= 0;
    end
endmodule
==> flow/run.sh <==
#!/bin/bash
# OpenROAD 26Q1-2900-gdf79404cd8, Yosys 0.63+post, stock flow scripts
make -C /OpenROAD-flow-scripts/flow DESIGN_CONFIG=/design/flow/config.mk WORK_HOME=/design/flow/orfs finish
==> flow/config.mk <==
export PLATFORM = sky130hd
export DESIGN_NAME = i2c_slave
export DESIGN_NICKNAME = i2c_slave
export VERILOG_FILES = /design/flow/design.v
export SDC_FILE = /design/flow/constraint.sdc
export NUM_CORES = 4
export LEC_CHECK = 1
export CORE_AREA = 10 10 107 107
export DIE_AREA = 0 0 117 117
==> flow/constraint.sdc <==
current_design i2c_slave

set clk_period 2.3
set clk_io_pct 0.2

create_clock -name clk0 -period $clk_period [get_ports {scl}]

set non_clock_inputs [all_inputs -no_clocks]
set_input_delay [expr $clk_period * $clk_io_pct] -clock clk0 $non_clock_inputs
set_output_delay [expr $clk_period * $clk_io_pct] -clock clk0 [all_outputs]
==> ci_impl_report.md <==
## Synthesis and layout report

| Metric | Value |
|---|---|
| Final wirelength | 2.15 mm |
| Max-cap viol count | 0 |
| Row cnt | 35 |
| RSZ-0062 raised after global routing | no |
| Vias/cell | approximately 3.3 |
| Tool warning count | 36 |
| Final setup fails | 0 |
| Worst min path class | reg2reg |
| Distinct cells, synth | 34 |
| Layout cells sized above 1 | roughly 18% |
| # hold bufs at CTS | 0 |
| Max VDD drop | about 0.30 mV |
| Tot Pwr | around 0.78 mW |
| IO Port Bufs | 9 |
| Die Width | 117 um |
| Synth Cell Area | about 1100 um2 |
| H-Tree Level Count | 1 |
| Via Count | around 730 |
| Clk root buf | clkbuf_8 |
| CTS Buf Count | 3 |
| CP startpoint kind | flip-flop |
| Final Hold Fails | 0 |
| CP Max Fanout | 12 |
| Pin count of the biggest net entering global routing | 15 |
| Fin. max-slew vios | 0 |
| # Post-CTS Setup Buffers | 0 |
| Leak | 0.541 nW |
| Setup crit end kind | flip-flop |
| Clock latency (worst-skew pair) | 260 ps |
| Yosys chip area | around 1100 um2 |
| Clock transition at the registers of the reported paths | around 80 ps |
| Mapped Avg Cell Area | between 10 and 15 um2 |
| DRC violation count after routing | 0 |
| Area growth syn-to-layout | 24.3% |
| Worst Tran Pin Value | about 510 ps |
| Io pins | 18 |
| Post-DP HPWL | approximately 1.5 mm |
| Die footprint | ~14000 um2 |
| Syn Inst Count | around 99 |
| Outcome | finished, final reports clean |
| Gr usage total | under 10% |
| Die Ht | 117 um |
| Post-route setup TNS | 0 ps |
| Initial antenna violation count | 0 |
| Critical Path RT | roughly 2300 ps |
| Wire per inst | 9.84 um |
| Fp util | approximately an eighth |
| Tightest slew margin relative to the limit | 65.9% |
| Critical setup path kind | reg2reg |
| Post-synth seq share | between 50% and 60% |
| Number of global-route vias before repair | roughly 730 |
| Clk buf depth | 2 |
| Period utilization | approximately nine tenths |
| CP arrival | a little over 2000 ps |
| GRT overflow | 0 |
| Ys cells | between 90 and 100 |
| CTS Sinks | 22 |
| Final Critical Period | approximately 2000 ps |
| First-pass GRT wire length | about 3.6 mm |
| Antenna Cells | 0 |
| Fmax | ~0.49 GHz |
| Final Util | 15.5% |
| Synth flops | 22 |
| Synth Warn # | 4 |
| Final GP Congestion | between 0.8 and 0.9 |
| Core area | approximately 9200 um2 |
| Clock skew | approximately 5.6 ps |
| Routed Antenna Nets | 0 |
| Drt initial violations | 7 |
| CTS tree | done |
| Iteration tally of the first detailed-router pass | 3 |
| Pwr Density | 550 nW/um2 |
| Post-CTS sizing | 0 |
worst paths after layout:
kind | from | end | slack [ps] | depth (start not counted)
max | bitcnt[0]$_DFF_PP0_ | shifter[2]$_DFFE_PP_ | 270 | 5
max in group asynchronous | rst | addr_phase$_DFF_PP1_ | 1350 | 2
max reg2reg | bitcnt[0]$_DFF_PP0_ | shifter[2]$_DFFE_PP_ | 270 | 5
min | shifter[7]$_DFFE_PP_ | data_out[7]$_DFFE_PP0P_ | 500 | 1
min in group asynchronous | rst | bitcnt[1]$_DFF_PP0_ | 600 | 2
min reg2reg | shifter[7]$_DFFE_PP_ | data_out[7]$_DFFE_PP0P_ | 500 | 1
state kept, by name (all words and copies together) (netlist names):
signal / count
rw_bit: 1
shifter: 8
addr_phase: 1
bitcnt: 4
data_out: 8
area by class of cell:
class / instances / area [um2]
fillers: 1009 / 7770
flip-flops and latches: 22 / 597
multi-input cells: 67 / 498
well taps: 111 / 139
repair buffers: 11 / 105
clock buffers: 3 / 41.3
clock inverters: 1 / 30.0
inverters: 4 / 15.0
routing by layer:
| layer | part of all wire (%) | global-route usage, % |
|---|---|---|
| met5 | 0 | 0 |
| met4 | 0 | 0.329 |
| met3 | 5.1 | 1.34 |
| met2 | 45 | 4.84 |
| met1 | 50 | 4.52 |
power by group:
group	total [mW]	switching [mW]	internal (mW)	leakage [nW]
logic	0.0168	0.00853	0.00826	0.264
registers	0.414	0.00233	0.412	0.241
clock network	0.353	0.121	0.232	0.0357
cell usage after synthesis, drive strengths merged:
master | n | area share, %
conb | 1 | 0.33
clkbuf | 2 | 0.66
or2 | 1 | 0.55
a21oi | 8 | 3.5
or4b | 1 | 0.87
edfxtp | 9 | 24
a31oi | 1 | 0.55
nand3b | 1 | 1.7
mux2 | 8 | 7.9
nor2b | 3 | 1.6
and2b | 1 | 0.66
a31o | 1 | 0.76
or4 | 2 | 1.3
nor2 | 2 | 0.66
mux2i | 3 | 2.6
o31a | 1 | 0.76
o21ai | 9 | 3.9
xnor2 | 1 | 0.76
nand2 | 5 | 1.6
nor3 | 1 | 0.44
buf | 4 | 2.5
nor3b | 1 | 0.66
nand2b | 4 | 2.2
and2 | 1 | 0.55
nand3 | 2 | 0.87
ha | 5 | 5.5
or3 | 2 | 1.1
o211ai | 1 | 0.66
dfstp | 1 | 2.3
dfrtp | 12 | 26
inv | 4 | 1.3
o41ai | 1 | 1.4
cell usage in the layout (no fill, tap or decap), types with 2 or more instances in the layout:
master,Yosys,final
nand3_1,2,2
nor2_1,2,2
inv_1,4,4
or3_1,2,2
a21oi_1,8,8
nand2_1,5,5
buf_4,1,2
mux2_2,8,8
o21ai_0,9,9
nand2b_1,4,4
clkbuf_8,0,3
nor2b_1,3,3
mux2i_1,3,3
dfrtp_1,12,12
clkdlybuf4s50_1,0,9
ha_1,5,5
or4_1,2,2
edfxtp_1,9,9
worst max-delay path, cell delays in order, from the launching register on:
cell and delay, ps:
dfrtp_1 570, inv_1 150, ha_1 230, or2_2 260, o21ai_0 410, a21oi_1 150
cell families after synthesis:
| logic type | count (synthesis) | synth area share, % |
|---|---|---|
| mux | 11 | 10.5 |
| buf+inv | 10 | 4.48 |
| fa+ha+maj | 5 | 5.46 |
| xor+xnor | 1 | 0.764 |
| compound gates | 22 | 11.6 |
| simple gates | 27 | 14.8 |
| other cells | 1 | 0.327 |
| flops | 22 | 52.1 |
through the flow:
step	worst slack [ps]	cells	hold WS, ps	instance area (um2)
6_report	270	219	505	1430
5_1_grt	102	219	526	1430
4_1_cts	275	219	513	1430
3_5_place_dp	319	215	482	1350
3_3_place_gp	270	215	482	1350
2_1_floorplan	414	99	336	1150
Power figures rest on the tool's default switching activity, not on a simulated workload.
